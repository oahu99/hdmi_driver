**config.mk**
```make
export PLATFORM = sky130hd
export DESIGN_NAME = hdmi_driver
export DESIGN_NICKNAME = hdmi_driver
export VERILOG_FILES = /design/flow/design.v
export SDC_FILE = /design/flow/constraint.sdc
export NUM_CORES = 4
export LEC_CHECK = 1
export CORE_UTILIZATION = 40
```
**constraint.sdc**
```tcl
current_design hdmi_driver

set clk_period 4.6
set clk_io_pct 0.2

create_clock -name clk0 -period $clk_period [get_ports {clk_50}]

set non_clock_inputs [all_inputs -no_clocks]
set_input_delay [expr $clk_period * $clk_io_pct] -clock clk0 $non_clock_inputs
set_output_delay [expr $clk_period * $clk_io_pct] -clock clk0 [all_outputs]
```
**design.v**
```verilog
module hdmi_driver (
	input clk_50, reset_al,
	output 	wire H_sync, V_sync,
	output 	reg [9:0] CountX, CountY,
	output 	wire [7:0] RED, GREEN, BLUE,
	output 	reg Draw_enable,
	output 	wire scl,  
	output 	wire sda,
	output 	wire fail,  
	output	reg rst,  
	output 	reg clk_25,
	input 	wire HDMI_INT,
	output 	reg mI2C_CTRL_CLK
);
assign H_sync = (CountX>=656) && (CountX<752);
assign V_sync = (CountY>=490) && (CountY<492);
wire 	[6:0] 	slave_address;  
wire 	[7:0] 	data;  
reg 	[2:0] 	byte_num = 2;  
reg 	[7:0] 	byte_lut, byte_lut_next;  
reg 	[9:0] 	clk_divide;  
wire 			read_write = 0;  
wire 			start;  
reg 			clk_50k;  
wire 			reset;
wire 			done;
i2c_master_top I2C_0 (
	.clk_50k		(mI2C_CTRL_CLK),
	.reset			(reset),
	.start			(start),
	.sda			(sda),
	.scl			(scl),
	.slave_address	(slave_address),
	.read_write		(read_write),
	.data			(data),
	.byte_num		(byte_num),
	.fail			(fail),
	.done			(done)
	);
reg_lut LUT0 (
	.byte_lut		(byte_lut),
	.data_byte		(data)
);
reg	[15:0]	mI2C_CLK_DIV;
parameter	CLK_Freq	=	50000000;	 
parameter	I2C_Freq	=	20000;		 
always@(posedge clk_50)  
begin
	if(reset)
	begin
		mI2C_CTRL_CLK	<=	0;
		mI2C_CLK_DIV	<=	0;
	end
	else
	begin
		if( mI2C_CLK_DIV	<	(CLK_Freq/I2C_Freq) )
			mI2C_CLK_DIV	<=	mI2C_CLK_DIV+1'b1;
		else
		begin
			mI2C_CLK_DIV	<=	0;
			mI2C_CTRL_CLK	<=	~mI2C_CTRL_CLK;
		end
	end
end
assign GREEN = CountX[7:0];
assign BLUE = CountY[7:0];
assign RED = CountY[7:0]/2;
assign reset = ~reset_al;
assign start = 1; 
assign slave_address = 7'h72;  
always @ (posedge clk_50) begin  
	clk_25 <= (rst) ? 0 : ~clk_25;
end
always @ (posedge done) begin  
byte_lut_next <= byte_lut + 1;
end
always @ (posedge clk_50) begin  
	rst <= reset;
	if (reset) begin  
		clk_50k <= 0;
		clk_divide <= 0;
	end
	if (clk_divide == 500) begin  
		clk_50k <= ~clk_50k;
		clk_divide <= 0;
	end
	else
		clk_divide <= clk_divide + 1;
		byte_lut <= (byte_lut == 62) ? 0 : byte_lut_next;  
end
always @ (posedge clk_25) begin  
	if (reset) begin
		CountX <= 0;
		CountY <= 0;
	end
	else begin
		CountX <= (CountX == 799) ? 0 : CountX + 1;
		if (CountX == 799) CountY <= (CountY == 524) ? 0 : CountY + 1;
	end
end
always @ (*) begin
	if (CountX <= 640 && CountY <= 480)
		Draw_enable = 1;
	else
		Draw_enable = 0;
end
endmodule
module i2c_master_top
(
	input clk_50k,  
	input wire reset,  
	input wire start,  
	output reg sda,  
	output reg scl,  
	input wire [6:0] slave_address,  
	input wire read_write,  
	input wire [7:0] data,  
	input wire [2:0] byte_num,  
	output reg done,  
	output reg fail  
);
reg [3:0] counter;  
reg [7:0] message;  
reg [4:0] state, next_state;  
reg ack;  
reg [2:0] byte_num_local;  
reg address;  
localparam  
	IDLE = 0, 
	SEND_1 = 1,
	ACK_NACK_1 = 2,
	FAIL = 3,
	START_1 = 4,
	START_2 = 5,
	STOP = 6,
	SEND_2 = 7,
	SEND_3 = 8,
	DONE_1 = 9,
	DONE_2 = 10,
	ACK_NACK_2 = 11,
	ACK_NACK_3 = 12,
	STOP_2 = 13,
	DELAY = 14;
always @ (posedge clk_50k) begin
	if (reset) begin  
		state <= IDLE;	
	end
	else
		state <= next_state;
	case (state)
		IDLE : begin
			address <= 1;
			counter <= 8;
			scl <= 1;
			sda <= 1;
			byte_num_local <= byte_num;
			done <= 0;
		end
		START_1 : begin
			fail <= 0;
			sda <= 0;
		end
		START_2 : begin
			scl <= 0;
		end
		SEND_1 : begin
			sda <= (counter != 0) ? message[counter - 1] : 0;
		end
		SEND_2 : begin
			scl <= 1;
			counter <= counter - 1;
		end
		SEND_3 : begin
			scl <= 0;
		end
		ACK_NACK_1 : begin
			scl <= 1;
		end
		ACK_NACK_2 : begin
			ack <= !sda;
		end
		ACK_NACK_3 : begin
			scl <= 0;
		end
		STOP : begin
			scl <= 1;
		end
		STOP_2 : begin
			sda <= 1;
		end
		DONE_1 : begin
			done <= (address) ? done : 1;
			address <= 0;
		end
		DONE_2 : begin
			byte_num_local <= (address) ? byte_num_local : byte_num_local - 1;
			counter <= 8;
			address <= 0;
			done <= 0;
		end
		FAIL : begin
			fail <= 1;
		end
	endcase
end
always @ (*) begin
	message = (address) ? {read_write, slave_address} : data;
	case (state)
		IDLE : next_state = (start) ? START_1 : IDLE;  
		START_1 : next_state = START_2;
		START_2 : next_state = SEND_1;
		SEND_1 : next_state = (counter == 0) ? ACK_NACK_1 : DELAY;  
		DELAY	: next_state = SEND_2;
		SEND_2 : next_state = SEND_3;
		SEND_3 : next_state = SEND_1;
		ACK_NACK_1 : next_state = ACK_NACK_2;  
		ACK_NACK_2 : next_state = ACK_NACK_3;
		ACK_NACK_3 : next_state = (ack) ? DONE_1 : FAIL;  
		DONE_1 : next_state = DONE_2;
		DONE_2 : next_state = (byte_num_local == 0) ? STOP : SEND_1;
		STOP : next_state = STOP_2;
		STOP_2 : next_state = IDLE;
		FAIL : next_state = FAIL;  
		default : next_state = IDLE;
	endcase
end
endmodule
module reg_lut
(
input wire [7:0] byte_lut,
output reg [7:0] data_byte
);
always @ (*) begin
	case(byte_lut)
	0:	data_byte	=	8'h98; 
	1:	data_byte	=	8'h03;
	2:	data_byte	=	8'h01;
	3:	data_byte	=	8'h00;
	4:	data_byte	=	8'h02;
	5:	data_byte	=	8'h18;
	6:	data_byte	=	8'h03;
	7:	data_byte	=	8'h00;
	8:	data_byte	=	8'h14;
	9:	data_byte	=	8'h70;
	10:	data_byte	=	8'h15;
	11:	data_byte	=	8'h20;
	12:	data_byte	=	8'h16;
	13:	data_byte	=	8'h30;
	14:	data_byte	=	8'h18;
	15:	data_byte	=	8'h46;
	16:	data_byte	=	8'h40;
	17:	data_byte	=	8'h80;
	18:	data_byte	=	8'h41;
	19:	data_byte	=	8'h10;
	20:	data_byte	=	8'h49;
	21:	data_byte	=	8'hA8;
	22:	data_byte	=	8'h55;
	23:	data_byte	=	8'h10;
	24:	data_byte	=	8'h56;
	25:	data_byte	=	8'h08;
	26:	data_byte	=	8'h96;
	27:	data_byte	=	8'hF6;
	28:	data_byte	=	8'h73;
	29:	data_byte	=	8'h07;
	30:	data_byte	=	8'h76;
	31:	data_byte	=	8'h1F;
	32:	data_byte	=	8'h98;
	33:	data_byte	=	8'h03;
	34:	data_byte	=	8'h99;
	35:	data_byte	=	8'h02;
	36:	data_byte	=	8'h9A;
	37:	data_byte	=	8'hE0;
	38:	data_byte	=	8'h9C;
	39:	data_byte	=	8'h30;
	40:	data_byte	=	8'h9D;
	41:	data_byte	=	8'h61;
	42:	data_byte	=	8'hA2;
	43:	data_byte	=	8'hA4;
	44:	data_byte	=	8'hA3;
	45:	data_byte	=	8'hA4;
	46:	data_byte	=	8'hA5;
	47:	data_byte	=	8'h04;
	48:	data_byte	=	8'hAB;
	49:	data_byte	=	8'h40;
	50:	data_byte	=	8'hAF;
	51:	data_byte	=	8'h16;
	52:	data_byte	=	8'hBA;
	53:	data_byte	=	8'h60;
	54:	data_byte	=	8'hD1;
	55:	data_byte	=	8'hFF;
	56:	data_byte	=	8'hDE;
	57:	data_byte	=	8'h10;
	58:	data_byte	=	8'hE4;
	59:	data_byte	=	8'h60;
	60:	data_byte	=	8'hFA;
	61: data_byte	=	8'h7D;
	default:		data_byte	=	8'h00;
	endcase
end
endmodule
```
**run.sh**
```bash
#!/bin/bash
# OpenROAD 26Q1-2900-gdf79404cd8, Yosys 0.63+post, stock flow scripts
make -C /OpenROAD-flow-scripts/flow DESIGN_CONFIG=/design/flow/config.mk WORK_HOME=/design/flow/orfs finish
```
==> reports/results.tsv <==
metric	value	unit
netlist_instances	509	
cp-end-kind	register	
detail_route.antenna_diodes	0	
count_of_unclocked_register_or_latch_pins	56	
ff2ff_path_depth	8	
grt_first_pass_wirelength	14710	um
clkTransAtPathRegs	0.06	ns
totalWireLength	8680	um
yosys_warnings	3	
ys_cells	509	
path_class	register to register	
maximum_root_to_sink_buffer_count	2	
antenna_violations_before_repair	0	
ctsResizeCount	0	
netSwitchingPower	157.4	uW
avgSynthCellArea	9.036	um^2
total_grt_usage	15.74	%
sequential_area_share_after_synthesis	42.44	%
first_global_vias	3031	
route.detailed.wl_per_inst	12.97	um
worst_ep_arrival_time	3.44	ns
gr-total-overflow	0	
tritoncts	built	
postSynth.topFlopCell	sky130_fd_sc_hd__dfxtp_1	
via_density_per_instance	5.072	
power_density	150.4	mW/mm^2
worst_slew_pin_slew	0.7116	ns
setup.worst_path.start_class	register	
setup_ws	1.324	ns
post-dp-hpwl	6290	um
number_of_unconstrained_endpoints	118	
yosys-stat-area	0.004599	mm^2
final_common_cell	sky130_fd_sc_hd__dfxtp_1	
timing_max_transition_violations_final	0	
power_frac_seq	46.5	%
final_number_of_hold_violating_endpoints	0	
p_int	628.9	uW
endpoint_with_the_worst_hold_slack	clk_25$_SDFF_PP0_	
layout-area-overhead-vs-synth	13.66	%
cts_max_level	2	
layout-drive-gt1-share	4.348	%
whs	0.4287	ns
tool_warnings	39	
synth.lib_cells_used.distinct	60	
period_needed	3.276	ns
worst-r2r-setup-slack	1.32	ns
yosys.area.top_type	sky130_fd_sc_hd__dfxtp_1	
floorplan_stage_core_utilization	41.70	%
dr.first_iter.drc_count	205	
data_required_critical_path	4.76	ns
cts_hold_buf	0	
min_path_type	register to register	
final.fill_count	1037	
share_of_flip_flops_with_an_asynchronous_set_or_reset_after_synthesis	0	%
timing.critical_path.fanout_max	16	
route.vias.total	3393	
post_cts_setup_repair_buffer_count	0	
vdd.ir_drop.worst	0.1615	mV
remaining_drc_errors	0	
fp.dieH	109.2	um
fp.dieArea	0.01193	mm^2
setup_viol_count_final	0	
place_worst_setup_slack	1.363	ns
num_io_pins	56	
timing.max_slew.rel_slack	52.41	%
final_core_utilization	47.39	%
placement_rows	38	
part_of_the_power_in_combinational_logic	5.6	%
die_w	109.2	um
status	completed	
post_synth_main_area_contributors	sky130_fd_sc_hd__dfxtp_1 (34%), sky130_fd_sc_hd__edfxtp_1 (8.5%), sky130_fd_sc_hd__ha_1 (5.7%)	
critical_path.reg2reg.startpoint	byte_lut[2]$_SDFF_PP0_	
hold_start	rst$_DFF_P_	
synth_area	0.004599	mm^2
swShare	20.01	%
clk-insertion-delay-late	0.28	ns
timing.fmax	305.2	MHz
cts-root-buf	sky130_fd_sc_hd__clkbuf_16	
fp.coreArea	0.01103	mm^2
place_congestion	0.8264	
portBuffers	53	
cts_buffers	5	
fin_tns_setup	0	ns
hold_path_depth	1	
layout.cells.most_common_list	sky130_fd_sc_hd__dfxtp_1 (78), sky130_fd_sc_hd__clkdlybuf4s50_1 (53), sky130_fd_sc_hd__nor2_1 (51)	
grt_start_max_net_pins	41	
total_leakage_power	0.002080	uW
synthDominantCellAreaShare	33.95	%
edf_count	13	
unrepaired_setup_endpoints_after_global_routing	false	
ys_ff	91	
postRouteAntennaNets	0	
detailedRoute.firstPassIterationCount	4	
fin_crit_sh	71.23	%
fin_skew	0.006391	ns
max_cap_violations	0	
power_frac_clock	47.9	%
## registers in the layout, summed over array words and instances, names as in the netlist, 3 cells and up, named ones only
signal	cells
CountY	10
CountX	10
byte_lut_next	8
byte_lut	8
mI2C_CLK_DIV	16
I2C_0.counter	4
I2C_0.state	15
I2C_0.byte_num_local	3
## through the flow
stage	instance area, um^2	std cells	power [uW]
after CTS	5228	669	795.6
after floorplan	4614	513	397.3
after global routing	5228	669	818.2
final	5228	669	786.3
after detailed placement	5059	661	416.5
after global placement	5059	661	416.1
## power groups by stage
stage | Combinational (uW) | Clock, uW | Sequential [uW]
CTS | 44.5 | 385 | 366
global route | 49.5 | 401 | 368
finish | 44.0 | 377 | 366
## kinds of logic after synthesis
kind of cell	synth area share, %
AND/OR/NAND/NOR	20.67
flip-flops	42.44
AND-OR/OR-AND	12.00
buffers and inverters	8.542
XOR/XNOR	6.855
adder cells (fa/ha/maj)	5.713
multiplexers	3.700
other	0.08153
## metal layers
layer,vias up,track usage [%],share of wire [%]
met5,-,0,0
met4,0,1.333,0.73
met3,5,2.072,4.0
met2,68,23.67,44
met1,1561,25.84,51
li1,1759,-,-
## critical path: stages, from the launching register on
cell,delay [ns]
sky130_fd_sc_hd__dfxtp_1,0.39
sky130_fd_sc_hd__and4_1,0.28
sky130_fd_sc_hd__nand3_1,0.48
sky130_fd_sc_hd__nand2_1,0.43
sky130_fd_sc_hd__inv_1,0.17
sky130_fd_sc_hd__ha_1,0.30
sky130_fd_sc_hd__mux4_2,0.46
sky130_fd_sc_hd__mux4_2,0.48
sky130_fd_sc_hd__and2_1,0.16
## worst max path at each step
stage / startpoint / endpoint / depth (start not counted)
CTS: byte_lut[2]$_SDFF_PP0_ / register / 8
global route: byte_lut[2]$_SDFF_PP0_ / register / 10
finish: byte_lut[2]$_SDFF_PP0_ / register / 8
## cell type report
cell class,count,area [um^2],area share [%]
Tap cell,140,175.2,3.351
Clock buffer,5,125.1,2.393
Timing Repair Buffer,56,553.0,10.58
Clock inverter,3,43.79,0.8377
Multi-Input combinational cell,345,2270,43.42
Sequential cell,91,1952,37.34
Inverter,29,108.9,2.082
## cell usage after synthesis, types with 4 or more instances
master	count
sky130_fd_sc_hd__o211ai_1	4
sky130_fd_sc_hd__nor2b_1	8
sky130_fd_sc_hd__nand3_1	12
sky130_fd_sc_hd__xnor2_1	16
sky130_fd_sc_hd__nand2_1	37
sky130_fd_sc_hd__buf_2	5
sky130_fd_sc_hd__a21oi_1	23
sky130_fd_sc_hd__nor4_1	4
sky130_fd_sc_hd__dfxtp_1	78
sky130_fd_sc_hd__clkbuf_1	17
sky130_fd_sc_hd__or4_1	5
sky130_fd_sc_hd__nand2b_1	4
sky130_fd_sc_hd__o21ai_0	25
sky130_fd_sc_hd__nor3_1	9
sky130_fd_sc_hd__buf_4	24
sky130_fd_sc_hd__edfxtp_1	13
sky130_fd_sc_hd__ha_1	21
sky130_fd_sc_hd__a211oi_1	9
sky130_fd_sc_hd__and2_1	13
sky130_fd_sc_hd__nand4_1	9
sky130_fd_sc_hd__mux2i_1	8
sky130_fd_sc_hd__inv_1	28
sky130_fd_sc_hd__nor2_1	51
sky130_fd_sc_hd__xor2_1	20
sky130_fd_sc_hd__and3_1	16
No activity file was given, so power comes from the tool's default toggle rates.
